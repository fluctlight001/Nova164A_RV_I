File: flow/design.v
module bridge_1x2(
    input                           clk,           
    input                           resetn,        
    input                           cpu_data_en,       
    input  [7                   :0] cpu_data_we,       
    input  [63                  :0] cpu_data_addr,     
    input  [63                  :0] cpu_data_wdata,    
    output [63                  :0] cpu_data_rdata,    
    output                          clint_en,          
    output [7                   :0] clint_we,          
    output [63                  :0] clint_addr,        
    output [63                  :0] clint_wdata,       
    input  [63                  :0] clint_rdata,       
    output                          axi_en,
    output [7                   :0] axi_we,
    output [63                  :0] axi_addr,
    output [63                  :0] axi_wdata,
    input  [63                  :0] axi_rdata
);
    wire sel_clint;   
    wire sel_axi;     
    reg sel_clint_r;  
    reg sel_axi_r;    
    assign sel_clint = (cpu_data_addr[31:16] == 16'h0200);
    assign sel_axi   = ~sel_clint;
    assign clint_en    = cpu_data_en & sel_clint;
    assign clint_we    = cpu_data_we & {8{sel_clint}};
    assign clint_addr  = cpu_data_addr;
    assign clint_wdata = cpu_data_wdata;
    assign axi_en    = cpu_data_en & sel_axi;
    assign axi_we    = cpu_data_we & {8{sel_axi}};
    assign axi_addr  = cpu_data_addr;
    assign axi_wdata = cpu_data_wdata;
    always @ (posedge clk)
    begin
        if (!resetn)
        begin
            sel_clint_r <= 1'b0;
            sel_axi_r   <= 1'b0;
        end
        else
        begin
            sel_clint_r <= sel_clint;
            sel_axi_r   <= sel_axi;
        end
    end
    assign cpu_data_rdata   = {64{sel_clint_r}} & clint_rdata
                            | {64{sel_axi_r}}   & axi_rdata;
endmodule
File: flow/run.sh
#!/bin/bash
# OpenROAD 26Q1-2900-gdf79404cd8, Yosys 0.63+post, stock flow scripts
make -C /OpenROAD-flow-scripts/flow DESIGN_CONFIG=/design/flow/config.mk WORK_HOME=/design/flow/orfs finish
File: flow/config.mk
export PLATFORM = sky130hd
export DESIGN_NAME = bridge_1x2
export DESIGN_NICKNAME = bridge_1x2
export VERILOG_FILES = /design/flow/design.v
export SDC_FILE = /design/flow/constraint.sdc
export NUM_CORES = 4
export LEC_CHECK = 1
export CORE_AREA = 10 10 237 237
export DIE_AREA = 0 0 247 247
File: flow/constraint.sdc
current_design bridge_1x2

set clk_period 2.9
set clk_io_pct 0.2

create_clock -name clk0 -period $clk_period [get_ports {clk}]

set non_clock_inputs [all_inputs -no_clocks]
set_input_delay [expr $clk_period * $clk_io_pct] -clock clk0 $non_clock_inputs
set_output_delay [expr $clk_period * $clk_io_pct] -clock clk0 [all_outputs]
==> impl_metrics.yaml <==
# synthesis and place-and-route metrics
final_timing:
  slew_headroom_pct: 79.2
  max_freq_mhz: 359
  rsz0062_at_grt: "false"
  tightest_slew_ps: 310
  setup_slack_ps: 118
  hold_slack_ps: 964
  min_period_ps: 2780
  finalSetupViolations: 0
  final-max-slew-violation-count: 0
  hold_viol_final: 0
  finalSetupTns_ps: 0
  finalCritPeriodShare_pct: 95.9
routing:
  met3WireLength_um: 4850
  drc_errors: 0
  routed.top_layer: "met5"
  ant_nets: 0
  wl_met2_um: 7070
  drtPass1Iterations: 4
  wl_um: 18600
  vias: 2491
  drt-wirelength-per-cell_um: 17.4
  wl_met1_um: 6180
  viasPerCell: 2.33
  drtIter0Drc: 50
yosys:
  synth_flop_count: 2
  ys_seq_share_pct: 1.44
  ys_warn_count: 1
  netlist_instances: 363
  ys_types: 11
  syn_avg_cell_area_sq_um: 7.65
  syn_area_sq_mm: 0.00278
  synth_stat.cells: 363
  ys_chip_area_sq_mm: 0.00278
worst_setup_path:
  worstSetupStartpointType: "input port"
  endpoint_kind: "output pin"
  crit_fanout: 6
  path_class: "in2out"
  worst_ep_required_time_ps: 2320
  arrival_ps: 2200
floorplanning:
  chipArea_sq_mm: 0.0610
  fp_util_pct: 5.42
  die_w_um: 247
  die_h_um: 247
  coreArea_sq_mm: 0.0512
  fp-row-count: 83
  pin_count: 605
clocking:
  post_cts_buffers: 0
  htreeDepth: 1
  clock_sinks: 2
  tritoncts: "done"
  clkTransAtPathRegs_ps: 30
  cts_root_buf: "clkbuf_16"
  cts_max_path_buffers: 2
  numCtsBuffers: 3
min_path:
  hold_path.class: "in2reg"
power:
  cellLeakagePower_nw: 1.59
  power_mw: 0.690
  power_frac_comb_pct: 65.7
  p_sw_mw: 0.142
  internal-power_mw: 0.548
  peakVddDrop_mv: 0.107
  p_per_area_mw_per_mm2: 149
  clkPwrFrac_pct: 30.0
  swShare_pct: 20.6
  power_frac_seq_pct: 4.2
global_routing:
  first_global_vias: 2666
  grt_max_degree: 65
  grt_pass1_wl_um: 22300
  grt_usage_pct: 5.38
  antenna_found_initial: 9
  grt_overflow: 0
cells_and_area:
  final_area_sq_mm: 0.00462
  layout_top_cell: "clkdlybuf4s50_1"
  area_delta_synth_final_pct: 66.4
  drive_gt1_share_pct: 10.9
  lay_top_cells: "clkdlybuf4s50_1, a22o_1, and2_1"
placed_design:
  placed_area_sq_mm: 0.00452
  dp_worst_setup_slack_ps: -294
  portBuffers: 268
  hpwl_um: 16500
  place.gp.congestion: 0.872
status:
  status: "completed"
run:
  tool_warnings: 25
  max_cap_viol_count: 0
==> power groups by stage <==
stage                 sequential, mW  clock (mW)  combinational, mW
final                         0.0292       0.207              0.454
after CTS                     0.0292       0.212              0.467
after global routing          0.0293       0.216              0.486
==> cell families after synthesis <==
group,Yosys count,synth area share [%]
compound gates,64,20.2
simple gates,26,6.94
flops,2,1.44
buf+inv,271,71.4
==> metrics by stage <==
stage,instances,utilization [%]
2_1_floorplan,363,-
5_1_grt,1064,9.00
4_1_cts,1064,9.05
3_3_place_gp,1060,8.82
3_5_place_dp,1060,8.82
6_report,1068,9.02
==> Yosys cell counts <==
cell type,count,area (sq um)
clkbuf_1,1,3.75
nor4b_2,1,15.0
nor4_2,3,37.5
and4_1,1,8.76
buf_2,3,15.0
buf_1,11,41.3
buf_4,256,1920
nand4_1,1,6.26
dfxtp_1,2,40.0
a22o_1,64,561
and2_1,20,125
==> state kept, by name, indices dropped and copies added (netlist names) <==
register / count
sel_axi_r: 1
sel_clint_r: 1
==> worst paths after layout <==
check	from	endpoint	slack, ps	depth (start not counted)
min	cpu_data_addr[27]	sel_axi_r	960	5
max	cpu_data_addr[20]	clint_we[7]	120	6
==> layer usage <==
layer / up-vias / GRT usage [%]
met3: 39 / 5.74
met5: - / 0.163
met1: 999 / 5.46
met4: 6 / 1.26
li1: 1009 / -
met2: 438 / 7.39
==> area by class of cell <==
cell class                 instances  area (sq um)
timing repair buffer             289          2850
clock buffer                       3          75.1
multi-input combinational         90           787
antenna                            4          10.0
fill                            5900         46600
sequential                         2          42.5
tap                              680           851
==> repair_timing <==
item	4_1_cts	5_1_grt
endpoints found under the hold margin	0	0
hold buffers	0	0
gates cloned	1	0
pin swaps	5	5
endpoints found under the setup margin	18	6
resized	39	14
==> worst max-delay path, stage by stage <==
cell             delay (ps)
clkdlybuf4s15_1         210
nor4_4                  310
and4_4                  360
buf_12                  140
and2_4                  130
clkdlybuf4s50_1         460
Power and IR drop assume default switching activity.
